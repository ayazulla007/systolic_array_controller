`design/flow/design.v`:
```
`timescale 1ns / 1ps
module processing_element (
    input clk,                 
    input rst_n,               
    input [3:0] m,             
    input [3:0] n,             
    input [8:0] s_in,          
    output logic [3:0] p,      
    output logic [3:0] q,      
    output logic [8:0] s_out   
);
always_ff @(posedge clk or negedge rst_n) begin
    if(~rst_n) begin
        {s_out, p, q} <= '0;   
    end else begin
        s_out <= s_in + (m * n);   
        {p,q} <= {m,n};            
    end
end
endmodule : processing_element
`timescale 1ns / 1ps
module systolic_array (
    input clk,                 
    input rst_n,               
    input [3:0] a1,            
    input [3:0] a2,            
    input [3:0] b1,            
    input [3:0] b2,            
    input initialize,          
    output logic [8:0] c1,     
    output logic [8:0] c2,     
    output logic [8:0] c3,     
    output logic [8:0] c4      
);
    logic [3:0] p_pe1;         
    logic [3:0] q_pe1;         
processing_element i_processing_element_1 (
    .clk  (clk  ),
    .rst_n(rst_n),
    .m    (a1   ),             
    .n    (b1   ),             
    .s_in (initialize ? '0 : c1),  
    .p    (p_pe1),             
    .q    (q_pe1),             
    .s_out(c1)                 
);
    logic [3:0] q_pe2;          
processing_element i_processing_element_2 (
    .clk  (clk  ),
    .rst_n(rst_n),
    .m    (p_pe1),             
    .n    (b2   ),             
    .s_in (initialize ? '0 : c2),  
    .p    (),                  
    .q    (q_pe2),             
    .s_out(c2)                 
);
    logic [3:0] p_pe3;          
processing_element i_processing_element_3 (
    .clk  (clk  ),
    .rst_n(rst_n),
    .m    (a2   ),             
    .n    (q_pe1),             
    .s_in (initialize ? '0 : c3),  
    .p    (p_pe3),             
    .q    (),                  
    .s_out(c3)                 
);
processing_element i_processing_element_4 (
    .clk  (clk  ),
    .rst_n(rst_n),
    .m    (p_pe3),             
    .n    (q_pe2),             
    .s_in (initialize ? '0 : c4),  
    .p    (),                  
    .q    (),                  
    .s_out(c4)                 
);
endmodule : systolic_array
module fifo #(DW = 32, N=8) (
	input clk,                       
	input rst_n,                     
	input wr_en,                     
	input rd_en,                     
	input logic [DW-1:0] wr_data,    
	output logic [DW-1:0] rd_data,   
	output logic full,               
	output logic empty               
);
parameter LN = $clog2(N);            
logic [LN-1:0] wptr;                 
logic [LN-1:0] rptr;                 
logic [LN:0] fifo_count;             
always_ff @(posedge clk or negedge rst_n) begin 
 	if(~rst_n) begin
 		 wptr<= '0; rptr <='0;       
 	end else begin
 		if (wr_en && !full) 		wptr <= wptr + 1'b1;   
		if (rd_en && !empty) 		rptr <= rptr + 1'b1;   
 	end
 end 
logic [DW-1:0] mem [N-1:0];
always_ff @(posedge clk or negedge rst_n) begin : proc_mem
 	if(~rst_n) begin
 		for (int i = 0; i < N; i++) begin
 			mem[i] <= '0;            
 		end
 	end else begin
 		if (wr_en & !full) mem[wptr] <= wr_data;   
 	end
 end 
always_ff @(posedge clk or negedge rst_n) begin
	if(~rst_n) begin
		rd_data <= '0;               
	end else begin
		if (rd_en && !empty) rd_data <= mem[rptr];   
	end
end
assign empty 	= (fifo_count == '0);          
assign full 	= (fifo_count == N[LN:0]);     
always_ff @(posedge clk or negedge rst_n) begin
	if(~rst_n) begin
		fifo_count <= '0;            
	end else begin
		if ((wr_en && !full) && (rd_en && !empty))   	fifo_count <= fifo_count;       
		else if (wr_en && !full) 						fifo_count <= fifo_count + 1'b1;  
		else if (rd_en && !empty) 						fifo_count <= fifo_count - 1'b1;  
	end
end
endmodule : fifo
`timescale 1ns / 1ps
module systolic_array_controller (
	input clk,    						 
	input rst_n,  						 
	input [3:0] a11, 					 
	input [3:0] a12, 					 
	input [3:0] a21, 					 
	input [3:0] a22, 					 
  	input [3:0] b11, 					 
	input [3:0] b12, 					 
	input [3:0] b21, 					 
	input [3:0] b22, 					 
  	input in_valid, 					 
  	output logic [8:0] c11, 	  		 
  	output logic [8:0] c12, 			 
  	output logic [8:0] c21, 			 
  	output logic [8:0] c22, 			 
  	output logic out_valid				 
);
	logic [3:0] a1;						 
	logic [3:0] a2;						 
	logic [3:0] b1;						 
	logic [3:0] b2;						 
	logic initialize_s;					 
	logic initialize_reg;				 
systolic_array i_systolic_array (
	.clk  (clk     ),
	.rst_n(rst_n   ),
	.a1   (a1      ),					 
	.a2   (a2      ),					 
	.b1   (b1      ),					 
	.b2   (b2      ),					 
	.initialize (initialize_reg),		 
	.c1   (c11     ),					 
	.c2   (c12     ),					 
	.c3   (c21     ),					 
	.c4   (c22     )					 
);
	logic [3:0] a11_reg, a12_reg, a21_reg, a22_reg, b11_reg, b12_reg, b21_reg, b22_reg;
	logic out_valid_s;					 
	logic [1:0] state;     				 
	logic [1:0] next;					 
	logic [1:0] cycle_count;  			 
	parameter [1:0] IDLE   = 2'b00,		 
					LOAD   = 2'b01,		 
					COMPUTE = 2'b10,	 
					OUTPUT = 2'b11;		 
always_ff @(posedge clk or negedge rst_n) begin 
	if(~rst_n) begin
		{state, initialize_reg, out_valid}  	<= '0;   
		cycle_count                             <= '0;   
	end else begin
		{state, initialize_reg, out_valid}  		<= {next, initialize_s, out_valid_s};   
		if (state == COMPUTE) begin
			cycle_count <= cycle_count + 1'b1;   
		end else begin
			cycle_count <= '0;   
		end
	end
end
	logic rd_en;				 
	logic full;					 
	logic empty;				 
fifo #(.DW(32), .N(2)) i_fifo (
	.clk    (clk    ),
	.rst_n  (rst_n  ),
	.wr_en  (in_valid),						 
	.rd_en  (rd_en  ),						 
	.wr_data({a11, a12, a21, a22, b11, b12, b21, b22}),   
	.rd_data({a11_reg, a12_reg, a21_reg, a22_reg, b11_reg, b12_reg, b21_reg, b22_reg}),   
	.full   (full   ),						 
	.empty  (empty  )						 
);
always_comb begin
	next 					= state;				 
	{a1,a2,b1,b2}  			= '0;					 
	out_valid_s 			= '0;					 
	initialize_s 			= '0;					 
	rd_en 					= '0;					 
	case (state)
		IDLE: begin
			if (!empty) begin						 
				next 			= LOAD;				 
				initialize_s 	= 1'b1;				 
				rd_en			= 1'b1;				 
			end
		end
		LOAD: begin
			next 			= COMPUTE;				 
			{a1,a2,b1,b2} 	= {a11_reg, 4'b0, b11_reg, 4'b0};   
		end
		COMPUTE: begin
			case (cycle_count)
				2'b00: begin
					{a1,a2,b1,b2} 	= {a12_reg, a21_reg, b21_reg, b12_reg};
				end
				2'b01: begin
					{a1,a2,b1,b2} 	= {4'b0, a22_reg, 4'b0, b22_reg};
					next 			= OUTPUT;			 
				end
				default: {a1,a2,b1,b2} = '0;			 
			endcase
		end
		OUTPUT: begin
			out_valid_s 	= 1'b1;					 
			next 			= IDLE;					 
		end
		default: begin
			next 			= IDLE;
			{a1,a2,b1,b2}  	= '0;
			out_valid_s 	= '0;
			initialize_s 	= '0;
			rd_en 			= '0;
		end
	endcase
end
endmodule : systolic_array_controller
```
`design/flow/run.sh`:
```
#!/bin/bash
# OpenROAD 26Q1-2900-gdf79404cd8, Yosys 0.63+post, stock flow scripts
make -C /OpenROAD-flow-scripts/flow DESIGN_CONFIG=/design/flow/config.mk WORK_HOME=/design/flow/orfs finish
```
`design/flow/config.mk`:
```
export PLATFORM = sky130hd
export DESIGN_NAME = systolic_array_controller
export DESIGN_NICKNAME = systolic_array_controller
export VERILOG_FILES = /design/flow/design.v
export SDC_FILE = /design/flow/constraint.sdc
export NUM_CORES = 4
export LEC_CHECK = 1
export CORE_UTILIZATION = 40
```
`design/flow/constraint.sdc`:
```
current_design systolic_array_controller

set clk_period 8.1
set clk_io_pct 0.2

create_clock -name clk0 -period $clk_period [get_ports {clk}]

set non_clock_inputs [all_inputs -no_clocks]
set_input_delay [expr $clk_period * $clk_io_pct] -clock clk0 $non_clock_inputs
set_output_delay [expr $clk_period * $clk_io_pct] -clock clk0 [all_outputs]
```
==> results.toml <==
# synthesis and place-and-route metrics
[setup_path]
cp_slowest_cell = "fa_1"
cpPeakStageDelay_ns = 0.55
worstRegToRegCells = 15
cp-end-kind = "flip-flop"
path_depth = 15
start_kind = "flip-flop"
path_delay_family = "adder cells"
worstPathArrival_ns = 4.50
cp_max_fo = 11
setup.worst_path.class = "reg -> reg"
required_ns = 8.44
crit_chain = "inv_1 -> ha_1 -> and2_1 -> a32oi_1 -> inv_1 -> nand2_1 -> fa_1 -> fa_1 -> fa_1 -> inv_1 -> ha_1 -> a21oi_1 -> o211ai_1 -> a21oi_1 -> xnor2_1"
cp_num_buf_inv = 3

[timing]
finClkSkew_ns = 0.00929
maxSlewViolCount = 0
slew_headroom_pct = 52.5
timing.fmax_ghz = 0.240
hold_violations = 0
rsz0062_at_grt = "no"
min_period_ns = 4.16
tightestPinTransition_ns = 0.713
setup_viol = 0
period_used_pct = 51.4
setup_tns_ns = 0

[min_path]
holdPathStages = 1
hp-class = "reg -> reg"

[routing]
drc = 0
vias_per_cell = 4.79
diodes = 0
first_pass_iters = 4
drt_iter0_drc = 179
routed_wl_um = 15900
wl_per_cell_um = 13.9
vias = 5484
antenna_left = 0

[floorplanning]
fp-row-count = 54
fp.dieH_um = 151
chipArea_um2 = 22700
core_area_um2 = 21800
die_x_um = 151
ioPinCount = 72
fp_util_pct = 40.7

[finish]
regMostFlops = "i_fifo.mem"
largestRegisters = "i_fifo.mem x64, i_fifo.rd_data x32"
drive_above_1_share_pct = 13.4
fin_area_um2 = 10400
largest_reg_flops = 64
stdcell_count = 1146
area_growth_pct = 17.4

[clocking]
cts_buffers = 17
cts_max_level = 4
cts_tree = "built"
ctsRootBufferMaster = "clkbuf_16"
clkTransAtPathRegs_ns = 0.07
cts_num_sinks = 160
cts_resized = 0
clk_latency_ns = 0.42
hold_buffers = 0
cts_setup_buffers = 0
clockBufferDepth = 2

[logic_synthesis]
ys_seq_share_pct = 45.2
yosys.area.top_type = "dfrtp_1"
yosysWarnings = 4
synth_cell_type_count = 41
edf_count = 0
async_flop_share_pct = 100
area_leaders = "dfrtp_1 45%, ha_1 9.9%, fa_1 8.1%, mux2_2 7.6%, mux2i_1 3.7%"
ff_type = "dfrtp_1"
yosysTopAreaCellShare_pct = 44.9
synth_area_um2 = 8850
ys_ff = 160
synth_area_per_cell_um2 = 11.3
post-synth-top-count-cell = "dfrtp_1"
postSynthCellCount = 780
yosys-top-cells-count = "159 x dfrtp_1, 83 x nor2_1, 79 x inv_1"
ys_chip_area_um2 = 8850
ys_cells = 780

[placement]
routabilityCongestion = 0.856
io_buffers = 71
placed_area_um2 = 9810
dpl.cell_count = 1114
dp_hpwl_um = 11900

[global_routing]
antenna_found_initial = 1
grt_pass1_wl_um = 27200
grt_max_degree = 57
grt.total_usage_pct = 16.0
first_global_vias = 5579
grt_overflow = 0

[flow_run]
maxCapViolCount = 0
warnings = 26

[run_status]
status = "finished, final reports clean"
==> routing by layer <==
layer  up-vias  track usage (%)  share of wire, %
li1       2729                -                 -
met1      2647             25.4                49
met2        95             24.4                46
met3        11             3.12               4.2
met4         2             1.90               1.2
met5         -                0             0.082
==> cell families after synthesis <==
kind of cell    synth area share [%]
compound gates                  6.50
xor+xnor                        3.07
fa+ha+maj                       18.0
buf+inv                         5.27
flops                           45.2
mux                             11.9
simple gates                    10.0
==> worst paths after layout <==
| kind | slack [ns] | start | endpoint |
|---|---|---|---|
| setup / recovery | 3.94 | cycle_count[0] | i_systolic_array.i_processing_element_1.s_out[7] |
| hold / removal | 0.47 | cycle_count[0] | cycle_count[0] |
| setup reg to reg | 3.94 | cycle_count[0] | i_systolic_array.i_processing_element_1.s_out[7] |
| hold reg to reg | 0.47 | cycle_count[0] | cycle_count[0] |
| max in group asynchronous | 5.15 | rst_n | i_fifo.rptr |
| min in group asynchronous | 1.14 | rst_n | i_systolic_array.i_processing_element_4.s_out[7] |
==> cells in the final DEF (no fill, tap or decap), types with 17 or more instances in the layout <==
cell type,count
ha_1,70
clkbuf_16,17
fa_1,36
mux2_2,60
xnor2_1,21
clkdlybuf4s50_1,70
a21oi_1,52
nor2b_1,26
mux2i_1,33
inv_1,79
nand2_1,36
nor2_1,83
dfrtp_1,158
==> worst reg2reg max path: stages, from the launching register on <==
cell,delay (ns)
dfrtp_1,0.38
inv_1,0.06
ha_1,0.32
and2_1,0.28
a32oi_1,0.34
inv_1,0.11
nand2_1,0.10
fa_1,0.44
fa_1,0.51
fa_1,0.55
inv_1,0.05
ha_1,0.33
a21oi_1,0.20
o211ai_1,0.12
a21oi_1,0.18
xnor2_1,0.13
==> per-stage QoR <==
step	utilization, %	hold WS (ns)	setup WS (ns)
2_1_floorplan	-	0.424	4.27
3_3_place_gp	45.1	0.440	4.02
3_5_place_dp	45.1	0.457	3.94
4_1_cts	47.8	0.467	3.94
5_1_grt	47.8	0.485	3.65
6_report	47.8	0.469	3.94
==> final cells by class <==
type | count | area, um2
fillers | 2001 | 11400
multi-input cells | 514 | 4380
flip-flops and latches | 160 | 4010
repair buffers | 78 | 764
clock buffers | 18 | 439
well taps | 280 | 350
inverters | 82 | 308
clock inverters | 14 | 146
